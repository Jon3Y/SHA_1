**flow/config.mk**
```make
export PLATFORM = sky130hd
export DESIGN_NAME = sha_1_core
export DESIGN_NICKNAME = sha_1_core
export VERILOG_FILES = /design/flow/design.v
export SDC_FILE = /design/flow/constraint.sdc
export NUM_CORES = 4
export LEC_CHECK = 1
export CORE_UTILIZATION = 30
```
**flow/constraint.sdc**
```tcl
current_design sha_1_core

set clk_period 18.7
set clk_io_pct 0.2

create_clock -name clk0 -period $clk_period [get_ports {clk}]

set non_clock_inputs [all_inputs -no_clocks]
set_input_delay [expr $clk_period * $clk_io_pct] -clock clk0 $non_clock_inputs
set_output_delay [expr $clk_period * $clk_io_pct] -clock clk0 [all_outputs]
```
**flow/design.v**
```verilog
module sha_1_core(
    clk,
    rstn,
    din,
    din_vld,
    use_pre_cv,
    sha_1_end,
    busy,
    dout,
    dout_vld  
);
input wire clk;
input wire rstn;
input wire [31:0] din;
input wire din_vld;
input wire use_pre_cv;           
input wire sha_1_end;            
output reg busy;                 
output wire [159:0] dout; 
output reg dout_vld; 
parameter [31:0] H0_INIT = 32'h67452301,
                 H1_INIT = 32'hEFCDAB89,
                 H2_INIT = 32'h98BADCFE,
                 H3_INIT = 32'h10325476,
                 H4_INIT = 32'hC3D2E1F0;
reg w_busy;
reg [6:0] cnt_w;
reg [31:0] w_reg[0:15];
wire [31:0] w_next_xor;
wire [31:0] w_next;
assign w_next_xor = w_reg[13] ^ w_reg[8] ^ w_reg[2] ^ w_reg[0];
assign w_next = {w_next_xor[30:0], w_next_xor[31]};
always @(posedge clk or negedge rstn) begin
    if (!rstn) begin
        w_busy <= 1'b0;
    end
    else if (din_vld) begin
        w_busy <= 1'b1;
    end
    else if (cnt_w == 7'd79) begin
        w_busy <= 1'b0;
    end
    else begin
        w_busy <= w_busy;
    end
end
always @(posedge clk or negedge rstn) begin
    if (!rstn) begin
        cnt_w <= 7'd0;
    end
    else if (cnt_w == 7'd79) begin
        cnt_w <= 7'd0;
    end
    else if (din_vld || w_busy) begin
        cnt_w <= cnt_w + 1'b1;
    end
end
always @(posedge clk or negedge rstn) begin
    if (!rstn) begin
        w_reg[15] <= 32'd0;
    end
    else if (din_vld) begin
        w_reg[15] <= din;
    end
    else if (w_busy) begin
        w_reg[15] <= w_next;
    end
end
generate
    genvar i;
    for (i=0; i<15; i=i+1) begin: gen_w_reg
    always @(posedge clk) begin
        if (w_busy) begin
            w_reg[i] <= w_reg[i+1];
        end
    end
    end    
endgenerate
reg din_vld_d;
reg [1:0] k_f_state;
reg [31:0] a_reg;
reg [31:0] b_reg;
reg [31:0] c_reg;
reg [31:0] d_reg;
reg [31:0] e_reg;
reg [31:0] f_t;
reg [31:0] k_t;
reg a_e_busy;
reg a_e_busy_d;
reg [31:0] h0;
reg [31:0] h1;
reg [31:0] h2;
reg [31:0] h3;
reg [31:0] h4;
wire din_vld_posedge;
wire [31:0] a_next;
wire a_e_busy_negedge;
always @(posedge clk or negedge rstn) begin
    if (!rstn) begin
        din_vld_d <= 1'b0;
    end
    else begin
        din_vld_d <= din_vld;
    end
end
assign din_vld_posedge = ((!din_vld_d) & (din_vld));
always @(posedge clk or negedge rstn) begin
    if (!rstn) begin
        k_f_state <= 2'd0;
    end
    else if (din_vld_posedge) begin
        k_f_state <= 2'd0;
    end
    else if (cnt_w == 7'd20) begin
        k_f_state <= 2'd1;
    end
    else if (cnt_w == 7'd40) begin
        k_f_state <= 2'd2;
    end
    else if (cnt_w == 7'd60) begin
        k_f_state <= 2'd3;
    end
    else begin
        k_f_state <= k_f_state;
    end
end
always @(*) begin
    case (k_f_state)
        2'd0: begin
            f_t = (b_reg & c_reg) | ((~b_reg) & d_reg);
            k_t = 32'h5A827999;
        end
        2'd1: begin
            f_t = b_reg ^ c_reg ^ d_reg;
            k_t = 32'h6ED9EBA1;
        end
        2'd2: begin
            f_t = (b_reg & c_reg) | (b_reg & d_reg) | (c_reg & d_reg);
            k_t = 32'h8F1BBCDC;
        end
        2'd3: begin
            f_t = b_reg ^ c_reg ^ d_reg;
            k_t = 32'hCA62C1D6;
        end
        default: begin
        end
    endcase
end
assign a_next = ({a_reg[26:0], a_reg[31:27]} + f_t + e_reg + w_reg[15] + k_t);
always @(posedge clk or negedge rstn) begin
    if (!rstn) begin
        a_e_busy <= 1'b0;
    end
    else if (din_vld | w_busy) begin
        a_e_busy <= 1'b1;
    end
    else begin
        a_e_busy <= 1'b0;
    end
end
always @(posedge clk or negedge rstn) begin
    if (!rstn) begin
        a_e_busy_d <= 1'b0;
    end
    else begin
        a_e_busy_d <= a_e_busy;
    end
end
assign a_e_busy_negedge = ((!a_e_busy) & a_e_busy_d); 
always @(posedge clk or negedge rstn) begin
    if (!rstn) begin
        a_reg <= H0_INIT;
        b_reg <= H1_INIT;
        c_reg <= H2_INIT;
        d_reg <= H3_INIT;
        e_reg <= H4_INIT;
    end
    else if (din_vld_posedge) begin
        if (use_pre_cv) begin
            a_reg <= h0;
            b_reg <= h1;
            c_reg <= h2;
            d_reg <= h3;
            e_reg <= h4;
        end
        else begin
            a_reg <= H0_INIT;
            b_reg <= H1_INIT;
            c_reg <= H2_INIT;
            d_reg <= H3_INIT;
            e_reg <= H4_INIT;
        end
    end
    else if (a_e_busy) begin
        a_reg <= a_next;
        b_reg <= a_reg;
        c_reg <= {b_reg[1:0], b_reg[31:2]};
        d_reg <= c_reg;
        e_reg <= d_reg;
    end
end
always @(posedge clk or negedge rstn) begin
    if (!rstn) begin
        h0 <= H0_INIT;
        h1 <= H1_INIT;
        h2 <= H2_INIT;
        h3 <= H3_INIT;
        h4 <= H4_INIT;
    end
    else if (din_vld_posedge) begin
        if (!use_pre_cv) begin
            h0 <= H0_INIT;
            h1 <= H1_INIT;
            h2 <= H2_INIT;
            h3 <= H3_INIT;
            h4 <= H4_INIT;
        end
    end
    else if (a_e_busy_negedge) begin
        if (sha_1_end) begin
            h0 <= h0 + a_reg;
            h1 <= h1 + b_reg;
            h2 <= h2 + c_reg;
            h3 <= h3 + d_reg;
            h4 <= h4 + e_reg;
        end
        else begin
            h0 <= a_reg;
            h1 <= b_reg;
            h2 <= c_reg;
            h3 <= d_reg;
            h4 <= e_reg;
        end
    end
end
assign dout = {h0, h1, h2, h3, h4};
always @(posedge clk  or negedge rstn) begin
    if (!rstn) begin
        dout_vld <= 1'b0;
    end
    else if (a_e_busy_negedge) begin
        dout_vld <= 1'b1;
    end
    else begin
        dout_vld <= 1'b0;
    end
end
always @(posedge clk or negedge rstn) begin
    if (!rstn) begin
        busy <= 1'b0;
    end
    else if (din_vld_posedge) begin
        busy <= 1'b1;
    end
    else if (a_e_busy_negedge) begin
        busy <= 1'b0;
    end
end
endmodule
```
**flow/run.sh**
```bash
#!/bin/bash
# OpenROAD 26Q1-2900-gdf79404cd8, Yosys 0.63+post, stock flow scripts
make -C /OpenROAD-flow-scripts/flow DESIGN_CONFIG=/design/flow/config.mk WORK_HOME=/design/flow/orfs finish
```
==> results.cfg <==
; yosys + openroad results
[die]
pin_count = 199
chipArea_um2 = 152000
die_w_um = 390
fp.dieH_um = 390
core_region_area_um2 = 150000
rows = 142
initCoreUtil_pct = 30.2

[sta]
clock_skew_ps = 34.1
drv_slew = 0
final.setup.tns_ps = 0
rsz0062_at_grt = no
period_used_pct = 34.4
worst_pin_slew_ps = 1010
fin_hold_ws_ps = 407
setup_violations = 0
max-slew-margin-rel_pct = 31.8
layout_min_cycle_time_ps = 6430
fmax_mhz = 155
hold_violations = 0

[global_routing]
overflow = 0
grt_usage_pct = 19.3
grt_antenna_before_repair = 15
grt_pass1_wl_mm = 207
grt_pass1_vias = 30600
grt_max_degree = 154

[setup_path]
cp.required_ps = 19290
rrSetupSlack_ps = 12270
rr_endpoint = a_reg[16]
reg2reg_depth = 19
crit_chain = or3_1 > buf_4 > nor2_1 > a221oi_1 > fa_1 > fa_1 > fa_1 > inv_1 > ha_1 > a21oi_1 > o22ai_1 > o41ai_1 > a21oi_1 > o21ai_0 > nor2b_1 > o21ai_0 > a31oi_1 > mux2_2 > o311ai_0
max_stage_delay_ps = 830
crit_top_cell = fa_1
r2r-start = k_f_state[2]
critPathLaunchType = flip-flop
critical_path_class = flip-flop to flip-flop
cp_max_fo = 34
cp-end-kind = flip-flop
crit_arrival_ps = 7020
cp_slowest_cell = o41ai_1

[yosys]
top_cells_by_count = 480 x edfxtp_1, 309 x a21oi_1, 298 x o21ai_0
synth_cell_types = 89
flop_cell = edfxtp_1
syn_area_um2 = 45200
async_flop_share_pct = 43.4
yosysTopAreaCell = edfxtp_1
synth_area_per_cell_um2 = 11.4
synth.most_common_cell = edfxtp_1
synth_warnings = 2
top_cells_by_area = edfxtp_1 32%, dfrtp_1 12%, dfstp_2 9.3%, fa_1 5.5%, ha_1 5.4%
edf_count = 480
synthCells = 3980
yosysCellCount = 3980
top_area_share_pct = 31.9
ys_ff = 848
yosys_area_um2 = 45200
ys_seq_share_pct = 52.7

[final_layout]
largest_register_ffs = 512
drive_gt1_share_pct = 9.17
area_growth_pct = 16.3
combGateArea_um2 = 19700
seqCellArea_um2 = 23800
fillers = 14600

[placed_design]
post-dp-hpwl_mm = 101
port-buffer-count = 198
gp_congestion = 0.960

[routing]
remaining_drc_errors = 0
ant_nets = 0
viasPerCell = 5.09
dr.pass1.iters = 5
wl_per_cell_um = 22.6
drt-initial-drc-count = 2758
drt_wl_total_mm = 141
num_vias = 31700

[clock_network]
clock_tree.buffer_depth = 3
numCtsBuffers = 92
post-cts-setup-buffer-count = 0
path_clk_slew_ps = 60
tritoncts = built
post_cts_resized = 0
root_buffer = clkbuf_16
cts.sinks = 848
clk_latency_ps = 690
htreeDepth = 3
hold_buffers = 0

[min_path]
hold_end = w_reg[2][27]
hold-path-cell-count = 0
hold_path.startpoint = w_reg[3][27]
hp-class = flip-flop to flip-flop

[status]
status = completed

[job]
warnings = 36
max_cap_viol_count = 0
## cell usage in the layout (no fill, tap or decap), types with 12 or more instances in the layout
cell type        netlist  layout
o31a_1                72      72
xnor2_1              197     197
xor2_1                52      52
fa_1                 125     125
clkdlybuf4s50_1        0     194
nand2_1              290     289
a21oi_1              309     308
and3_1                15      15
o21a_1                28      28
a22oi_1               34      34
o211ai_1              35      35
dfrtp_1              208     206
nand4_1               15      15
o22a_1                12      12
or3_1                 21      21
edfxtp_1             480     480
o21bai_1              19      19
o22ai_1               28      28
mux2i_1              198     198
buf_4                  1      43
dfstp_2              160     160
a31oi_1               32      32
a21o_1                61      61
inv_1                273     272
nor2_1               254     251
a221oi_1              31      31
nor3_1                47      47
clkbuf_16              0      93
nor2b_1               27      26
o21ai_0              298     298
clkinv_2               0      14
nand3_1              114     114
a211oi_1              19      19
nand2b_1              25      24
ha_1                 194     194
clkbuf_1             141      24
## area by class of cell
type,instances,area share [%]
Timing Repair Buffer,244,4.52
Tap cell,2016,4.80
Clock inverter,44,1.00
Clock buffer,126,4.84
Multi-Input combinational cell,2683,37.5
Sequential cell,848,45.4
Antenna cell,2,0.00953
Inverter,275,1.97
## worst max-delay path: cells and delay by family (launching register included)
kind / cells / cell delay (ps)
AOI/OAI and AO/OA: 9 / 2680
and+or+nand+nor: 3 / 410
muxes: 1 / 360
adders and majority gates: 4 / 1860
DFF: 1 / 550
buffers and inverters: 2 / 440
## worst max-delay path by stage
stage / to / depth (start not counted) / from / slack [ps]
global route: a_reg[16] / 21 / k_f_state[2] / 11980
finish: a_reg[16] / 19 / k_f_state[2] / 12270
CTS: a_reg[31] / 21 / k_f_state[2] / 12370
## stage by stage
step	setup WS [ps]	util [%]	instance area, um2	cells
floorplan	6910	-	45200	3980
global placement	12130	33.1	49500	6066
detailed placement	12140	33.1	49500	6066
CTS	12370	35.1	52500	6236
global route	11980	35.1	52500	6236
finish	12270	35.1	52500	6238
## metal layers
| layer | GRT usage, % | up-vias | routed length, um |
|---|---|---|---|
| met3 | 7.97 | 242 | 14800 |
| met1 | 27.5 | 15600 | 58500 |
| met4 | 6.45 | 30 | 5850 |
| met2 | 27.4 | 1153 | 61500 |
| li1 | - | 14700 | - |
| met5 | 0 | - | 168 |
## kinds of logic after synthesis
| group | synth area share (%) |
|---|---|
| xor gates and xnor gates | 4.83 |
| AOI/OAI and AO/OA | 14.9 |
| and+or+nand+nor | 8.29 |
| adders and majority gates | 10.9 |
| DFF | 52.7 |
| muxes | 4.51 |
| buffers and inverters | 3.78 |
